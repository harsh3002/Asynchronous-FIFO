==> /design/flow/design.v <==
`timescale 1ns/1ns
module fifo_mem #(parameter DATA_WIDTH = 8,
		  parameter ADDR_SIZE  = 4)
(output reg [DATA_WIDTH-1:0] rd_data,
 input                   rd_ena,
 input 			 wrt_clk,
 input  [DATA_WIDTH-1:0] wrt_data,
 input  [ADDR_SIZE-1:0]  wrt_addr,rd_addr,
 input  		 wrt_ena,wrt_full);
 localparam DEPTH = (ADDR_SIZE<<1);
 reg [DATA_WIDTH-1:0] mem [0:DEPTH-1];
 always@(posedge wrt_clk) begin
	if(wrt_ena & !wrt_full) 
		mem[wrt_addr] <= wrt_data;
 end
assign rd_data = rd_ena?mem[rd_addr]:0;
endmodule
`timescale 1ns/1ns
module read_pointer_generation
	#(parameter ADDR_SIZE = 4)
	(output reg 		    rd_empty,
	 output     [ADDR_SIZE-1:0] rd_addr,
	 output reg [ADDR_SIZE:0]   rd_ptr,
	 input 	    [ADDR_SIZE:0]   sync_wrt_ptr,
	 input 			    rd_ena, rd_clk, rd_rst);
		reg  [ADDR_SIZE:0] rd_bin;
		wire [ADDR_SIZE:0] rd_bin_nxt,rd_gray_nxt;
		wire 		   rd_empty_val;
		always@(posedge rd_clk , posedge rd_rst) begin
			if(rd_rst) 
				{rd_bin,rd_ptr} <= 0;
			else
				{rd_bin,rd_ptr} <= {rd_bin_nxt,rd_gray_nxt};				
		end 
		always@(posedge rd_clk , posedge rd_rst) begin
			if(rd_rst)
				rd_empty <= 1'b1;
			else
				rd_empty <=  rd_empty_val;
		end
		assign rd_bin_nxt   =  rd_bin + (!rd_empty & rd_ena);
		assign rd_gray_nxt  = (rd_bin_nxt>>1) ^ rd_bin_nxt;
		assign rd_empty_val = (sync_wrt_ptr == rd_gray_nxt);
		assign rd_addr	    =  rd_bin[ADDR_SIZE-1:0];
 endmodule
`timescale 1ns/1ns
module fifo_top_module
	#(parameter ADDR_SIZE  = 4,
	  parameter DATA_WIDTH = 8)
	 ( output   [DATA_WIDTH-1:0] rd_data,
	   output  			rd_empty,
	   output			wrt_full,
	   input       [DATA_WIDTH-1:0] wrt_data,
	   input	   		rd_clk, rd_rst, rd_ena,
	   input 			wrt_clk, wrt_rst, wrt_ena);
		wire [ADDR_SIZE:0] wrt_ptr, rd_ptr, rd_sync_ptr, wrt_sync_ptr;
		wire [ADDR_SIZE-1:0] wrt_addr,rd_addr;
	   fifo_mem  mem_inst (
	   .rd_ena(rd_ena),
	   .rd_data(rd_data),
	   .wrt_data(wrt_data),
	   .wrt_clk(wrt_clk),
	   .wrt_ena(wrt_ena),
	   .rd_addr(rd_addr),
	   .wrt_addr(wrt_addr),
	   .wrt_full(wrt_full));
	   write_pointer_gen  wrt_ptr_gen_inst(
	   .wrt_addr(wrt_addr),
	   .wrt_ptr(wrt_ptr),
	   .wrt_full(wrt_full),
	   .sync_rd_ptr(rd_sync_ptr),
	   .wrt_clk(wrt_clk),
	   .wrt_inc(wrt_ena),
	   .wrt_rst(wrt_rst));
	   read_pointer_generation rd_ptr_gen_inst(
	   .rd_empty(rd_empty),
	   .rd_ptr(rd_ptr),
	   .rd_addr(rd_addr),
	   .sync_wrt_ptr(wrt_sync_ptr),
	   .rd_clk(rd_clk),
	   .rd_ena(rd_ena),
	   .rd_rst(rd_rst));
	   rd_to_wrt_sync rd_wrt_sync_inst(
	   .sync_rd_ptr(rd_sync_ptr),
	   .rd_ptr(rd_ptr),
	   .wrt_clk(wrt_clk),
	   .wrt_rst(wrt_rst));
	   wrt_to_rd_sync  wrt_rd_sync_inst(
	   .sync_wrt_ptr(wrt_sync_ptr),
	   .wrt_ptr(wrt_ptr),
	   .rd_clk(rd_clk),
	   .rd_rst(rd_rst));
endmodule
`timescale 1ns/1ns
module write_pointer_gen 
	#(parameter ADDR_SIZE=4)
	(output     [ADDR_SIZE-1:0] wrt_addr,
	 output reg		    wrt_full,
	 output reg [ADDR_SIZE:0]   wrt_ptr,
	 input      [ADDR_SIZE:0]   sync_rd_ptr,
	 input  		    wrt_inc,wrt_clk,wrt_rst);
	 reg  [ADDR_SIZE:0] wrt_bin;
	 wire [ADDR_SIZE:0] wrt_bin_nxt,wrt_gray_nxt;
	 wire wrt_full_val;
	 always@(posedge wrt_clk , posedge wrt_rst) begin
	    if(wrt_rst) 
			{wrt_bin,wrt_ptr} <=0;
		else
			{wrt_bin,wrt_ptr} <= {wrt_bin_nxt,wrt_gray_nxt};
	 end 
	 always@(posedge wrt_clk , posedge wrt_rst) begin
		if(wrt_rst) 
			wrt_full <= 1'b0;
		else
			wrt_full <= wrt_full_val;
	 end
	 assign wrt_addr      =  wrt_bin[ADDR_SIZE-1:0];
	 assign wrt_bin_nxt   =  wrt_bin + (wrt_inc & !wrt_full);
	 assign wrt_gray_nxt  = (wrt_bin_nxt>>1) ^ wrt_bin_nxt;
	 assign wrt_full_val  = (wrt_gray_nxt == {~sync_rd_ptr[ADDR_SIZE:ADDR_SIZE-1],sync_rd_ptr[ADDR_SIZE-2:0]});
 endmodule
`timescale 1ns/1ns
module rd_to_wrt_sync 
	#(parameter ADDR_SIZE = 4)
	 (output reg [ADDR_SIZE:0] sync_rd_ptr,
	  input      [ADDR_SIZE:0] rd_ptr,
	  input 		   wrt_clk, wrt_rst);
		reg [ADDR_SIZE:0] rd_temp_ptr;
		always@(posedge wrt_clk , posedge wrt_rst) begin
			if(wrt_rst) 
				{sync_rd_ptr,rd_temp_ptr} <= 0;
			else
				{sync_rd_ptr,rd_temp_ptr} <= {rd_temp_ptr,rd_ptr};		
		end
 endmodule
`timescale 1ns/1ns
module wrt_to_rd_sync 
	#(parameter ADDR_SIZE = 4)
	 (output reg [ADDR_SIZE:0] sync_wrt_ptr,
	  input      [ADDR_SIZE:0] wrt_ptr,
	  input 		   rd_clk, rd_rst);
		reg [ADDR_SIZE:0] wrt_temp_ptr;
		always@(posedge rd_clk , posedge rd_rst) begin
			if(rd_rst) 
				{sync_wrt_ptr,wrt_temp_ptr} <= 0;
			else
				{sync_wrt_ptr,wrt_temp_ptr} <= {wrt_temp_ptr,wrt_ptr};		
		end
 endmodule
==> /design/flow/run.sh <==
#!/bin/bash
# OpenROAD 26Q1-2900-gdf79404cd8, Yosys 0.63+post, stock flow scripts
make -C /OpenROAD-flow-scripts/flow DESIGN_CONFIG=/design/flow/config.mk WORK_HOME=/design/flow/orfs finish
==> /design/flow/config.mk <==
export PLATFORM = sky130hd
export DESIGN_NAME = fifo_top_module
export DESIGN_NICKNAME = fifo_top_module
export VERILOG_FILES = /design/flow/design.v
export SDC_FILE = /design/flow/constraint.sdc
export NUM_CORES = 4
export LEC_CHECK = 1
export CORE_UTILIZATION = 50
==> /design/flow/constraint.sdc <==
current_design fifo_top_module

set clk_period 3.4
set clk_io_pct 0.2

create_clock -name clk0 -period $clk_period [get_ports {rd_clk}]
create_clock -name clk1 -period $clk_period [get_ports {wrt_clk}]

set non_clock_inputs [all_inputs -no_clocks]
set_input_delay [expr $clk_period * $clk_io_pct] -clock clk0 $non_clock_inputs
set_output_delay [expr $clk_period * $clk_io_pct] -clock clk0 [all_outputs]
==> impl_metrics.json <==
{
  "run_status": "finished, final reports clean",
  "filler_cell_count": 542,
  "vias_in_the_first_global_route": 1948,
  "synth-area-yosys_um2": 3980,
  "synth.avg_cell_area_um2": 19.2,
  "crit_path_max_incr_delay_ps": 610,
  "grt_max_degree": 21,
  "cts_setup_buffers": 0,
  "die_area_um2": 8320,
  "hold_end": "rd_wrt_sync_inst.rd_temp_ptr[0]",
  "buffer_ports.inserted": 22,
  "crit_path_end_kind": "output port",
  "slew_at_the_pin_with_the_worst_max_slew_slack_ps": 727,
  "antenna_found_initial": 0,
  "place.detailed.hpwl_um": 3960,
  "warnings": 27,
  "area_growth_from_synthesis_to_final_layout_pct": 16.6,
  "fp_util": 0.515,
  "insertedDiodeCount": 0,
  "floorplan.core_area_um2": 7730,
  "ys.warnings.count": 6,
  "power.density_nw_per_um2": 888,
  "via_count": 1828,
  "place_congestion": 0.774,
  "ctsResizeCount": 0,
  "floorplan.die.width_um": 91.2,
  "startpoint_type": "flip-flop",
  "final_hold_violation_count": 0,
  "total_power_uw": 4120,
  "postSynthSeqShare": 0.735,
  "ys_types": 27,
  "max_capacitance_violation_count": 0,
  "reg2reg_to": "rd_ptr_gen_inst.rd_empty",
  "critPathSlowestCell": "sky130_fd_sc_hd__mux4_1",
  "ant_nets": 0,
  "grt_use_total": 0.183,
  "report.final.setup_viol": 0,
  "drt_pass1_iterations": 3,
  "worstPathRequired_ps": 2720,
  "boundaryPins": 24,
  "synthesized_flop_and_latch_total": 104,
  "detail_route.vias_per_cell": 5.13,
  "worst_slew_margin": 0.515,
  "clk_transition_reported_paths_ps": 80,
  "final.setup_skew_ps": 7.96,
  "total_wire_length_um": 6240,
  "grt_setup_unrepaired": "false",
  "timing.final.max_slew_violations": 0,
  "timing.hold.worst.class": "flip-flop to flip-flop",
  "drc_errors": 0,
  "post_cts_hold_buffer_count": 0,
  "reg2reg_from": "rd_ptr_gen_inst.rd_bin[1]",
  "drt_iter0_drc": 62,
  "setup_tns_ps": 0,
  "placement_rows": 32,
  "power.leakage_uw": 0.00173,
  "worst_hold_startpoint": "rd_ptr_gen_inst.rd_ptr[0]",
  "timing.critical_path.cells": "buf_4 > mux4_1 > mux2i_1 > nor2b_1 > clkdlybuf4s50_1",
  "post_route_cells_drive_above_1_share": 0.185,
  "holdPathStages": 0,
  "drt-wirelength-per-cell_um": 17.5,
  "reg2reg_setup_slack_ps": 1000,
  "synth_cells": 207,
  "tritoncts": "done",
  "power.ir.vdd_worst_v": 0.000454,
  "worstRegToRegCells": 6,
  "syn_std_cell_area_um2": 3980,
  "globalRoute.totalOverflow": 0,
  "crit_type": "flip-flop to output port",
  "cp_max_fo": 16,
  "numClockSinks": 104,
  "die.size.y_um": 91.2,
  "grt_pass1_wl_um": 10000,
  "ys_cells": 207,
  "cp_data_arrival_time_ps": 2160
}
-- area by class of cell --
class / instances / area (µm²) / share of cell area
inverters: 5 / 18.8 / 0.00405
well taps: 102 / 128 / 0.0275
flip-flops and latches: 104 / 2920 / 0.630
clock buffers: 13 / 169 / 0.0364
multi-input cells: 92 / 996 / 0.215
clock inverters: 7 / 101 / 0.0218
repair buffers: 33 / 303 / 0.0653
-- kinds of logic (layout without fill, tap and decap cells) --
| logic type | count (synthesis) | count (layout) | share of synthesized area |
|---|---|---|---|
| and+or+nand+nor | 35 | 35 | 0.0487 |
| DFF | 104 | 104 | 0.735 |
| adders and majority gates | 5 | 5 | 0.0157 |
| AOI/OAI and AO/OA | 4 | 4 | 0.0113 |
| muxes | 24 | 24 | 0.114 |
| xor gates and xnor gates | 24 | 24 | 0.0601 |
| buffers and inverters | 11 | 58 | 0.0148 |
-- registers in the layout, summed over array words and instances (netlist names) --
register,flops
rd_ptr_gen_inst.rd_empty,1
rd_ptr_gen_inst.rd_bin,4
mem_inst.mem,64
rd_ptr_gen_inst.rd_ptr,5
wrt_ptr_gen_inst.wrt_full,1
rd_wrt_sync_inst.rd_temp_ptr,5
wrt_rd_sync_inst.wrt_temp_ptr,5
wrt_ptr_gen_inst.wrt_ptr,5
wrt_rd_sync_inst.sync_wrt_ptr,5
wrt_ptr_gen_inst.wrt_bin,4
rd_wrt_sync_inst.sync_rd_ptr,5
-- cells in the mapped netlist --
cell type,instances,area (µm²)
sky130_fd_sc_hd__nand2_1,2,7.51
sky130_fd_sc_hd__mux2i_1,8,80.1
sky130_fd_sc_hd__mux4_2,12,270
sky130_fd_sc_hd__dfrtp_1,39,976
sky130_fd_sc_hd__or3_1,4,25.0
sky130_fd_sc_hd__xnor2_1,7,61.3
sky130_fd_sc_hd__nand2b_1,3,18.8
sky130_fd_sc_hd__clkbuf_1,1,3.75
sky130_fd_sc_hd__xor2_1,15,131
sky130_fd_sc_hd__nor3_1,2,10.0
sky130_fd_sc_hd__buf_2,2,10.0
sky130_fd_sc_hd__a21boi_0,2,15.0
sky130_fd_sc_hd__xnor3_1,1,22.5
sky130_fd_sc_hd__buf_4,2,15.0
sky130_fd_sc_hd__nand3_1,6,30.0
sky130_fd_sc_hd__edfxtp_1,64,1920
sky130_fd_sc_hd__inv_1,5,18.8
sky130_fd_sc_hd__xor3_1,1,23.8
sky130_fd_sc_hd__mux4_1,4,105
sky130_fd_sc_hd__nor2b_1,10,62.6
sky130_fd_sc_hd__nor2_1,6,22.5
sky130_fd_sc_hd__dfstp_2,1,26.3
sky130_fd_sc_hd__buf_6,1,11.3
sky130_fd_sc_hd__nand3_2,1,10.0
sky130_fd_sc_hd__ha_1,5,62.6
sky130_fd_sc_hd__a221oi_2,2,30.0
sky130_fd_sc_hd__and3_2,1,7.51
-- per-layer routing --
metal	track usage	share of wire	wire length [µm]	vias up
li1	-	-	-	860
met1	0.305	0.44	2760	887
met2	0.247	0.43	2700	70
met3	0.102	0.10	649	11
met4	0.0278	0.020	124	0
met5	0	0	0	-
-- metrics by stage --
| stage | cells | hold slack, ps | instance area [µm²] | utilization | setup WS (ps) |
|---|---|---|---|---|---|
| after floorplan | 207 | 331 | 3980 | - | 1080 |
| after global placement | 336 | 335 | 4370 | 0.565 | 552 |
| after detailed placement | 336 | 335 | 4370 | 0.565 | 489 |
| after CTS | 356 | 296 | 4640 | 0.600 | 510 |
| after global routing | 356 | 323 | 4640 | 0.600 | 414 |
| final | 356 | 301 | 4640 | 0.600 | 561 |
-- worst max-delay path: cells and delay by family, from the launching register on --
family        cells  cell delay, ps
buf+inv           2             700
flops             1             350
mux               2             780
simple gates      1              60
-- worst max path at each step --
| stage | startpoint | depth (start not counted) | slack, ps | to |
|---|---|---|---|---|
| 4_1_cts | rd_ptr_gen_inst.rd_bin[0] | 5 | 510 | rd_data[1] |
| 6_report | rd_ptr_gen_inst.rd_bin[0] | 5 | 560 | rd_data[1] |
| 5_1_grt | rd_ptr_gen_inst.rd_bin[0] | 5 | 410 | rd_data[2] |
-- cell usage in the layout, fill, tap and decap left out, types with 2 or more instances in the layout --
cell                              count
sky130_fd_sc_hd__nand2b_1             3
sky130_fd_sc_hd__or3_1                4
sky130_fd_sc_hd__a21boi_0             2
sky130_fd_sc_hd__clkbuf_8            12
sky130_fd_sc_hd__nand3_1              6
sky130_fd_sc_hd__dfrtp_1             39
sky130_fd_sc_hd__inv_6                2
sky130_fd_sc_hd__xnor2_1              7
sky130_fd_sc_hd__clkdlybuf4s50_1     22
sky130_fd_sc_hd__bufinv_16            2
sky130_fd_sc_hd__ha_1                 5
sky130_fd_sc_hd__nor3_1               2
sky130_fd_sc_hd__nor2_1               6
sky130_fd_sc_hd__xor2_1              15
sky130_fd_sc_hd__mux4_1               4
sky130_fd_sc_hd__nor2b_1             10
sky130_fd_sc_hd__nand2_1              2
sky130_fd_sc_hd__buf_4               11
sky130_fd_sc_hd__mux2i_1              8
sky130_fd_sc_hd__mux4_2              12
sky130_fd_sc_hd__inv_1                5
sky130_fd_sc_hd__edfxtp_1            64
sky130_fd_sc_hd__a221oi_2             2
-- report_power, final --
part / total, µW / internal [µW] / switching, µW
sequential: 1950 / 1720 / 230
clock: 934 / 505 / 429
combinational: 1230 / 673 / 562
total: 4120 / 2900 / 1220
